==> /design/flow/design.v <==
`timescale 1ns / 1ps
module mux_1621(a,sel,out);
    input [15:0]a;
    output out;
    input [3:0]sel;
    wire [3:0]w;
    mux_421 f1(.a(a[3:0]),.sel(sel[1:0]),.out(w[0]));
    mux_421 f2(.a(a[7:4]),.sel(sel[1:0]),.out(w[1]));
    mux_421 f3(.a(a[11:8]),.sel(sel[1:0]),.out(w[2]));
    mux_421 f4(.a(a[15:12]),.sel(sel[1:0]),.out(w[3]));
    mux_421 f5(.a(w[3:0]),.sel(sel[3:2]),.out(out));
endmodule
`timescale 1ns / 1ps
module mux_421(a,sel,out);
input [3:0]a;
output reg out;
input [1:0]sel;
always @(a,sel) begin
    case(sel)
       2'b00: out = a[0];
       2'b01: out = a[1];
       2'b10: out = a[2];
       2'b11: out = a[3];
    endcase
end
endmodule
==> /design/flow/run.sh <==
#!/bin/bash
# OpenROAD 26Q1-2900-gdf79404cd8, Yosys 0.63+post, stock flow scripts
make -C /OpenROAD-flow-scripts/flow DESIGN_CONFIG=/design/flow/config.mk WORK_HOME=/design/flow/orfs finish
==> /design/flow/config.mk <==
export PLATFORM = sky130hd
export DESIGN_NAME = mux_1621
export DESIGN_NICKNAME = mux_1621
export VERILOG_FILES = /design/flow/design.v
export SDC_FILE = /design/flow/constraint.sdc
export NUM_CORES = 4
export LEC_CHECK = 1
export CORE_AREA = 10 10 70 70
export DIE_AREA = 0 0 80 80
==> /design/flow/constraint.sdc <==
current_design mux_1621

set clk_period 1.4
set clk_io_pct 0.2

create_clock -name clk0 -period $clk_period

set non_clock_inputs [all_inputs -no_clocks]
set_input_delay [expr $clk_period * $clk_io_pct] -clock clk0 $non_clock_inputs
set_output_delay [expr $clk_period * $clk_io_pct] -clock clk0 [all_outputs]
==> GITHUB_STEP_SUMMARY <==
### Flow metrics

| Metric | Value |
|---|---|
| Adder share | 0 |
| Post-Synthesis Cells | 18 |
| Slew headroom | 0.9173 |
| Final hold viol count | 0 |
| Avg Inst Size Synth | approximately 9.5 um2 |
| First-pass GRT wire length | 1.511 mm |
| Fillcell total | 411 |
| CP Launch Type | input pin |
| Peak supply drop | between 0.03 and 0.04 mV |
| Internal Power | between 70 and 80 uW |
| Worst Hold Class | input pin to primary output |
| Floorplan utilization | 0.05018 |
| Via density | 2.678 |
| Post-DP HPWL | about 850 um |
| Worst path cell trace | buf_12, mux2_4, a221o_1, o211ai_2, o211ai_2, buf_2 |
| I/O pin count | 21 |
| I/O Buffers | 21 |
| CORE AREA | 3416 um2 |
| Die x size | ~80 um |
| Pre-CTS setup slack | -1.089 ns |
| Total Wirelength | about 930 um |
| Fin worst setup slack | -0.1628 ns |
| Pins over their slew limit | 0 |
| Vias in the first global route | slightly above 300 |
| Crit Path Max Fanout | 7 |
| Fmax | approximately 640 MHz |
| Design area | around 440 um2 |
| Critical path class | input pin to primary output |
| Storage cell area | 0 um2 |
| YS chip area | 171.4 um2 |
| Mean routed wirelength per cell | around 10 um |
| Cycle use final | 1.116 |
| Distinct cells, synth | 11 |
| Drt first pass iters | 2 |
| DRC viols | 0 |
| Global route overflow | 0 |
| Max-cap violation count | 0 |
| PwrDens | about 240 nW/um2 |
| Via Count | roughly 240 |
| Violated checks | setup timing |
| Hold buffer count at CTS | 0 |
| Cell mode on critical path | o211ai_2 |
| Hold path depth | 6 |
| Synth Seq Share | 0 |
| Antenna-violating nets left | 0 |
| Number of cell rows | 21 |
| Unrepaired setup endpoints after global routing | yes |
| CP Depth | 6 |
| All-layer global routing usage | 0.02940 |
| Combinational share of power | 1.000 |
| Cell Area, Synth | between 150 and 200 um2 |
| Synth logic family | multiplexers |
| Simple-Gate Area Share | 0.1241 |
| Share of post-route cells with drive strength above 1 | 0.5116 |
| Flop pwr share | 0 |
| Initial antenna violation count | 1 |
| Sw Pwr | about 34 uW |
| Synth warnings | 1 |
| Slowest cell delay on critical path | approximately 0.32 ns |
| Tool warnings | 35 |
| Crit end category | primary output |
| Area growth from synthesis to layout | 159.1% |
| Switching share of power | 0.3203 |
| Seq Cell Count | 0 |
| Finish-stage setup viols | 1 |
| Xor/xnor share | 0 |
| CP delay by family, top | AND-OR/OR-AND gates |
| Arrival @ worst endpoint | ~1.3 ns |
| Worst Path Required | between 1 and 1.5 ns |
| Min cycle time layout | roughly 1.6 ns |
| Worst-margin pin slew | approximately 0.12 ns |
| Die y size | ~80 um |
| Placed Instance Area | between 400 and 500 um2 |
| Status | finished with violations |
| Worst Path Buf+Inv | 2 |
| Largest net degree at the start of global routing | 8 |
| Clock tree buffer count of the final layout | 0 |
| Die Size | between 6000 and 7000 um2 |
| Yosys cell count | 18 |
| Yosys aoi share | 0.2628 |
| Clock Power Share | 0 |
| Critical-path top delay cell | a221o_1 |
| MI comb area | between 150 and 200 um2 |
| Pleak | around 0.21 nW |
| Initial DRC count | 3 |
| Global placer's final weighted congestion | 0.7120 |
| Synth mux share | 0.5255 |
[stage by stage]
stage          instances  hold slack, ns  setup TNS (ns)    util  power, mW
6_report              90           1.063         -0.1628  0.1300     0.1059
3_3_place_gp          89           1.693          -1.050  0.1363     0.1214
3_5_place_dp          89           1.685          -1.089  0.1363     0.1228
2_1_floorplan         18          0.6140        -0.01502       -    0.04180
5_1_grt               90           1.114         -0.2432  0.1300     0.1177
4_1_cts               90           1.106         -0.1874  0.1344     0.1125
[worst paths after layout]
kind	from	endpoint	slack [ns]
setup / recovery	sel[0]	out	-0.16
hold / removal	sel[3]	out	1.06
[cell usage in the layout (no fill, tap or decap), drive strengths merged]
master	n
clkbuf	4
dlygate4sd2	7
clkdlybuf4s50	2
diode	1
dlymetal6s2s	2
mux4	2
nor2b	1
buf	10
a221o	1
mux2i	3
a21oi	2
mux2	1
nand2	3
o211ai	2
clkdlybuf4s15	1
nor2	1
inv	1
[power by group through the flow]
stage	clock (mW)	combinational [mW]	sequential, mW
after CTS	0	0.112	0
after global routing	0.0000000954	0.118	0
final	0.0000000954	0.106	0
[layout make-up]
cell class	instances	area share
timing repair buffer	26	0.4901
antenna	1	0.005634
inverter	1	0.008451
tap	46	0.1296
multi-input combinational	16	0.3662
[tightest hold or removal path: stages]
cell	delay (ns)
buf_2	0.12
inv_2	0.06
buf_4	0.10
o211ai_2	0.07
o211ai_2	0.06
buf_2	0.09
[routing by layer]
metal  up-vias  wire, um  part of all wire  GRT usage
met1       108       331              0.36    0.03189
li1        123         -                 -          -
met4         0         0                 0          0
met2        10       437              0.47    0.04735
met3         0       158              0.17    0.02273
met5         -         0                 0          0
[synthesized netlist by cell type, drive strengths merged]
| cell | number | share of area |
|---|---|---|
| inv | 1 | 0.022 |
| mux4 | 2 | 0.26 |
| a21oi | 2 | 0.058 |
| mux2 | 1 | 0.088 |
| mux2i | 3 | 0.18 |
| a221o | 1 | 0.058 |
| nand2 | 3 | 0.066 |
| o211ai | 2 | 0.15 |
| nor2b | 1 | 0.037 |
| nor2 | 1 | 0.022 |
| buf | 1 | 0.066 |
[logic make-up (layout without fill, tap and decap cells)]
kind of cell           count (synthesis)  in the layout
buffers and inverters                  2             27
muxes                                  6              6
other                                  0              1
and+or+nand+nor                        5              5
AOI/OAI and AO/OA                      5              5
[repair_timing]
| item | CTS | global route |
|---|---|---|
| pin swaps | 4 | 4 |
| gates resized | 41 | 8 |
| endpoints found under the setup margin | 1 | 1 |
| setup buffers | 1 | 0 |
| endpoints found under the hold margin | 0 | 0 |
No activity file was given, so power comes from the tool's default toggle rates.
